[design.v]
module fifo
#(
parameter DATAWIDTH = 8,
	  ADDRWIDTH = 3
)
(
input clk_i,
input rst_n,
input w_en,
input r_en,
input [DATAWIDTH-1:0] DataIn,
output[DATAWIDTH-1:0] DataOut,
output full,
output empty
);
localparam DEPTH = (1 << ADDRWIDTH);
reg  [ADDRWIDTH  :0] rptr, wptr;
wire [ADDRWIDTH-1:0] raddr, waddr;
reg  [DATAWIDTH-1:0] ram [0:DEPTH-1];
wire winc, rinc;
assign winc = ~full  & w_en;
assign rinc = ~empty & r_en;
always@(posedge clk_i, negedge rst_n) begin
if(!rst_n) wptr <= 0;
else wptr <= wptr + winc;
end
always@(posedge clk_i, negedge rst_n) begin
if(!rst_n) rptr <= 0;
else rptr <= rptr + rinc;
end
assign empty = (rptr == wptr);
assign full  = ((rptr[ADDRWIDTH] != wptr[ADDRWIDTH]) && (rptr[ADDRWIDTH-1:0] == wptr[ADDRWIDTH-1:0]));
assign raddr = rptr[ADDRWIDTH-1:0];
assign waddr = wptr[ADDRWIDTH-1:0];
always@(posedge clk_i) begin
if(winc) ram[waddr] <= DataIn; 
end
assign DataOut = ram[raddr];
endmodule
[run.sh]
#!/bin/bash
# OpenROAD 26Q1-2900-gdf79404cd8, Yosys 0.63+post, stock flow scripts
make -C /OpenROAD-flow-scripts/flow DESIGN_CONFIG=/design/flow/config.mk WORK_HOME=/design/flow/orfs finish
[config.mk]
export PLATFORM = sky130hd
export DESIGN_NAME = fifo
export DESIGN_NICKNAME = fifo
export VERILOG_FILES = /design/flow/design.v
export SDC_FILE = /design/flow/constraint.sdc
export NUM_CORES = 4
export LEC_CHECK = 1
export CORE_UTILIZATION = 40
[constraint.sdc]
current_design fifo

set clk_period 4.3
set clk_io_pct 0.2

create_clock -name clk0 -period $clk_period [get_ports {clk_i}]

set non_clock_inputs [all_inputs -no_clocks]
set_input_delay [expr $clk_period * $clk_io_pct] -clock clk0 $non_clock_inputs
set_output_delay [expr $clk_period * $clk_io_pct] -clock clk0 [all_outputs]
==> job_summary.md <==
### Metrics collected by this job

| Metric | Value |
|---|---|
| DR pass1 iterations | `4` |
| CP Data Arrival Time | `2630 ps` |
| DP Area | `3280 sq um` |
| RD Place Congestion | `~0.74` |
| # port buffers | `21` |
| Reg2reg end | `wptr[2]` |
| Fp util | `between 40% and 50%` |
| Die ar. | `approximately 7700 sq um` |
| CP required | `around 3400 ps` |
| Dpl hpwl | `~3.0 mm` |
| Switching power | `between 0.0006 and 0.0007 W` |
| Overflow after GRT | `0` |
| Pin count of the biggest net entering global routing | `21` |
| First-pass GRT wire length | `~7.5 mm` |
| Yosys cell types | `24` |
| Ys async rst share | `about 11%` |
| Top cells, area | `edfxtp_1 65%, mux4_1 14%, dfrtp_1 6.8%` |
| Clock Pin Slew Worst Setup and Hold Paths | `approximately 70 ps` |
| Clk latency late pin | `340 ps` |
| CTS resizes | `0` |
| Synth area leader | `edfxtp_1` |
| Post-synth EDFFs | `64` |
| WP depth | `4` |
| GRT Total Usage | `14.7%` |
| Fmax | `~0.29 GHz` |
| Final min period | `3490 ps` |
| Max clock buf depth | `2` |
| RSZ-0062 raised after global routing | `false` |
| Worst Max-Slew Pin Slew | `approximately 790 ps` |
| Worst path slowest cell | `dfrtp_1` |
| Cycle use final | `approximately 81%` |
| CTS tree | `built` |
| Ys cells | `137` |
| Clock root buffer | `clkbuf_8` |
| CTS Buf Count | `9` |
| Residual DRC | `0` |
| Iter 0 DRT Violations | `34` |
| Share of power burned in the clock network | `25.0%` |
| Number of logged tool warnings | `25` |
| Worst Setup End Kind | `output pin` |
| Combinational power share | `28.3%` |
| Xor/xnor share | `~2.7%` |
| Max-slew headroom | `47.6%` |
| Reg2Reg Setup Slack | `around 2200 ps` |
| AO/OA Area Share | `less than 1%` |
| Site row count | `30` |
| Fin Clk Skew | `6.85 ps` |
| Syn Inst Count | `137` |
| Startpoint Class | `register` |
| FF-to-FF path depth | `6` |
| Core area | `6940 sq um` |
| Antenna cell count | `0` |
| Post-CTS Setup Bufs | `0` |
| DR WL/cell | `approximately 18 um` |
| Adder-Cell Fraction of Synth Area | `under 10%` |
| Post-synth seq share | `between 70 and 80%` |
| Clk sinks | `a little over 70` |
| Top cells by count | `64 x edfxtp_1, 16 x mux4_1, 8 x dfrtp_1, 8 x mux2_2, 5 x xnor2_1` |
| Power Dens Cells | `~640 nW/um^2` |
| Count leader, synth | `edfxtp_1` |
| Worst Hold Class | `reg2reg` |
| Via count | `1,347` |
| Via density | `between 5 and 6` |
| Origin of the worst setup path | `rptr[0]` |
| Initial antenna violation count | `0` |
| CTS H-tree lvls | `3` |
| Busiest grt layer | `met2` |
| Switching share of power | `26.8%` |
| Synth Warn # | `1` |
| Reg area | `approximately 2100 sq um` |
| Finish-stage setup viols | `0` |
| RR Startpoint | `rptr[2]` |
| Die W | `between 80 and 90 um` |
| Pint | `roughly 0.0016 W` |
| FILL cells | `560` |
| Worst path bufs/invs | `2` |
| Yosys reg bits | `72` |
| CP max FO | `13` |
| # IOs | `22` |
| Grt met1 use | `20.5%` |
| Max_cap viols | `0` |
| Flop pwr share | `a little under half` |
| Routed wire length | `roughly 4.8 mm` |
| Hold Vio Cnt, Final | `0` |
| Setup crit end | `DataOut[0]` |
| Post-route ant nets | `0` |
| Top FF cell, synth | `edfxtp_1` |
| Met3 usage | `about 5.9%` |
| Outcome | `finished, final reports clean` |
| Largest combinational cell category by area | `multiplexers` |
| Hold buffer count at cts | `0` |
| Post-route cell area | `3490 sq um` |
| Setup TNS | `0 ps` |
| Post-route insts no fill | `between 200 and 300` |
| Pwr Total | `0.00224 W` |
| Max Slew Vio Count | `0` |
| M2 GR Usage | `between 20% and 30%` |
| Worst-path cell chain | `buf_4 > mux4_1 > mux2_2 > clkdlybuf4s50_1` |
| Synthesized area | `approximately 2900 sq um` |
| Layout cells sized above 1 | `around 18%` |
| Vias in the first global route | `between 1,000 and 1,500` |
| CP top delay family | `multiplexers` |
| Max stage delay on crit path | `around 750 ps` |
| Static Leak | `1.21 nW` |
| Die height | `87.8 um` |
| Logic area | `between 700 and 800 sq um` |
| Mux share | `between 10% and 20%` |
| Syn Area/Cell | `21.5 sq um` |
| Post-Place Cells | `253` |
| YS chip area | `2950 sq um` |
| Kind of critical path | `reg2out` |
| Area added between synthesis and finish | `18.6%` |
| Final Hold Slack | `490 ps` |
| Peak supply drop | `0.402 mV` |
| Simple share | `under 10%` |
| Top area contributor share | `about two thirds` |
[power groups by stage]
stage | Clock [W] | Combinational (W) | Sequential [W]
CTS | 0.000577 | 0.000645 | 0.00105
global route | 0.000604 | 0.000700 | 0.00107
finish | 0.000559 | 0.000632 | 0.00105
[layout by cell type, fill, tap and decap left out]
| master | instances |
|---|---|
| nor3b_1 | 3 |
| mux2_2 | 8 |
| bufinv_16 | 2 |
| nor4b_2 | 2 |
| clkinvlp_4 | 1 |
| nand4_1 | 2 |
| clkinv_1 | 2 |
| edfxtp_1 | 64 |
| nand2_1 | 2 |
| nor4_1 | 1 |
| ha_1 | 4 |
| o31a_1 | 1 |
| clkbuf_8 | 9 |
| and3b_1 | 1 |
| nand3_1 | 2 |
| nor2_1 | 1 |
| mux4_1 | 16 |
| xor2_1 | 4 |
| clkdlybuf4s50_1 | 21 |
| dfrtp_1 | 8 |
| xnor2_1 | 5 |
| nor3_1 | 1 |
| clkbuf_1 | 1 |
| clkinv_4 | 1 |
| and2_1 | 1 |
| buf_4 | 7 |
| inv_2 | 1 |
| and3_1 | 2 |
[kinds of logic after synthesis]
family                     after synthesis
DFF                                     72
adders and majority gates                4
xor gates and xnor gates                 9
muxes                                   24
and+or+nand+nor                         18
AOI/OAI and AO/OA                        1
buffers and inverters                    9
[area by class of cell]
class / count / share of cell area [%]
sequential: 72 / 60.7
multi-input combinational: 56 / 22.1
timing repair buffer: 28 / 7.52
clock buffer: 10 / 3.65
tap: 96 / 3.44
clock inverter: 6 / 2.40
inverter: 1 / 0.107
[state kept, by name, summed over array words and instances, names as in the netlist]
signal / flops
wptr: 4
ram: 64
rptr: 4
[metrics by stage]
step                setup WS [ps]  util (%)
global route                  635      50.3
CTS                           756      50.3
finish                        812      50.3
global placement             1170      47.3
detailed placement           1140      47.3
floorplan                    1930         -
[routing by layer]
metal / share of wire (%) / up-vias / routed length, um
met3: 7.5 / 9 / 358
met4: 1.9 / 0 / 91
met1: 41 / 656 / 1940
met2: 50 / 44 / 2400
met5: 0 / - / 0
li1: - / 638 / -
[how the worst min path moves through the flow]
stage	from	endpoint	slack (ps)	depth (start not counted)
finish	wptr[3]	wptr[3]	490	1
global route	rptr[3]	rptr[3]	520	1
CTS	wptr[3]	wptr[3]	500	1
Power is estimated from default activity; no workload was simulated.
