===== run.sh =====
#!/bin/bash
# OpenROAD 26Q1-2900-gdf79404cd8, Yosys 0.63+post, stock flow scripts
make -C /OpenROAD-flow-scripts/flow DESIGN_CONFIG=/design/flow/config.mk WORK_HOME=/design/flow/orfs finish

===== config.mk =====
export PLATFORM = sky130hd
export DESIGN_NAME = spi_transmitter
export DESIGN_NICKNAME = spi_transmitter
export VERILOG_FILES = /design/flow/design.v
export SDC_FILE = /design/flow/constraint.sdc
export NUM_CORES = 4
export LEC_CHECK = 1
export CORE_AREA = 10 10 70 70
export DIE_AREA = 0 0 80 80

===== constraint.sdc =====
current_design spi_transmitter

set clk_period 2.0
set clk_io_pct 0.2

create_clock -name clk0 -period $clk_period [get_ports {clk_i}]

set non_clock_inputs [all_inputs -no_clocks]
set_input_delay [expr $clk_period * $clk_io_pct] -clock clk0 $non_clock_inputs
set_output_delay [expr $clk_period * $clk_io_pct] -clock clk0 [all_outputs]

===== design.v =====
module LR_shifter
#(
parameter DATAWIDTH = 8
)
(
input                 clk_i,
input                 rst_n,
input [DATAWIDTH-1:0] data_i,
input                 valid_i,
input                 sh_en,
input                 sh_rl,   
output                ready_o,
output                sdo
);
reg   [DATAWIDTH-1:0] shift_reg;
reg   [DATAWIDTH-1:0] shift_reg_next;
always@(*) begin
if(valid_i)               shift_reg_next = data_i;
else if (sh_en &&  sh_rl) shift_reg_next = {1'b0, shift_reg[DATAWIDTH-1:1]};
else if (sh_en && !sh_rl) shift_reg_next = {shift_reg[DATAWIDTH-2:0], 1'b0};
else                      shift_reg_next = shift_reg;
end
always@(posedge clk_i, negedge rst_n) begin
if (!rst_n)          shift_reg <= 0;
else                 shift_reg <= shift_reg_next;
end
assign ready_o = (shift_reg == 0);
assign sdo = (sh_rl)? shift_reg[0]: shift_reg[DATAWIDTH-1];
endmodule
module spi_transmitter
(
input       clk_i,
input       rst_n,
input       sample,
input       en,
input [7:0] data_i,
input       lsbf,
input       valid_i,
output      ready_o,
output      sdo
);
localparam IDLE     = 1'b0,
	   TRANSMIT = 1'b1;
reg  state, next_state;
reg  load;
wire shifter_ready;
wire sdo_val;
LR_shifter tx_shifter
(
.clk_i   (clk_i),
.rst_n   (rst_n),
.data_i  (data_i),
.valid_i (load),
.sh_en   (sample),
.sh_rl   (lsbf),
.ready_o (shifter_ready),
.sdo     (sdo_val)
);
always@(*) begin
load         = 0;
case(state) 
IDLE: begin
if(en && valid_i) begin
load = 1;
next_state      = TRANSMIT;
end 
else next_state = IDLE;
end
TRANSMIT: begin
if(shifter_ready) 
next_state = IDLE;
else begin
next_state = TRANSMIT;
end
end
endcase
end
always@(posedge clk_i, negedge rst_n) begin
if(!rst_n) 
state   <= IDLE;
else begin 
state   <= next_state;
end
end
assign ready_o = shifter_ready;
assign sdo     = (!ready_o)? sdo_val: 1'b0;
endmodule

==> run summary <==
Numbers from the implementation run.

The cell accounting for the most synthesized area is dfrtp_1. For this design, the CTS-stage hold fixing added 0 buffers. Along the worst path, the maximum fanout reaches 3. The final-report max-slew violation count is 0.

The number of diodes is 0. Per the finish-stage timing summary, setup violations number 0. The clock tree buffer depth is 2.

The insertion delay at the late pin of the worst-skew pair is 260 ps. After synthesis the cells add up to 528 sq um. The power density over the cells is between 900 and 1000 nW/um^2. The iteration count recorded for the first detailed-route pass is 4. Looking at the setup timing report, the critical path kind is input port to primary output. Looking at the global route congestion table, the highest-usage layer is met2. The flip-flop count of the largest register after layout is 8. In this run the worst setup path begins at lsbf. The detailed placement HPWL is between 1 and 1.5 mm.

The maximum clock skew at final layout is 1.13 ps. The part of the cycle the worst path needs is 96.6%. The number of antenna violations at the first check in global routing is 0. The number of warnings reported in the stage logs is 25. The total grt overflow is 0. The detailed router reported a total wirelength of around 1.4 mm.

In the synthesized netlist, the cells that appear most often are dfrtp_1, nor2_1, a211oi_1, a21o_1, mux2i_1. A synthesized cell averages 9.96 sq um. The share of flip-flops with an asynchronous set or reset after synthesis is approximately 100%. The global routing report lists combined usage of all routing layers as approximately 4.3%.

The synth_stat.txt file lists the number of cells as roughly 53. STA lists the endpoint of the worst register-to-register path as tx_shifter.shift_reg[3]$_DFFE_PN0P_. met2 track demand over resource after global routing is 5.54%. The DRC violation total left in the routed layout is recorded as 0. Post-synthesis, Yosys gives the total cell area as ~530 sq um.

The timing-limited maximum frequency is between 0.5 and 0.6 GHz. The final timing report derives a shortest allowable period of 1930 ps. Among all flip-flop cells after synthesis, the most frequent one is dfrtp_1. The pin count of the biggest net entering global routing is 17. STA classifies the critical path endpoint as a primary output. The pin closest to its max-slew limit shows a slew of between 500 and 600 ps. The main area contributors are dfrtp_1, mux2i_1, a211oi_1. The max-cap violation count is 0. The arrival time of data at the worst endpoint is listed as roughly 1500 ps. For the worst setup path, the data required time is approximately 1600 ps.

Setup repair after global routing left no endpoint under its margin. The count of fill cells added during filler insertion is about 370. The core footprint is 3420 sq um. The row count is 21.

The fraction of the yosys area taken by sequential cells is between 40% and 50%. The critical register-to-register path startpoint is state$_DFF_PN0_. The share of Yosys cell area claimed by the top area cell type is 42.7%. The met3 usage is 3.41%. The analysis reports a worst IR drop on VDD of roughly 0.00027 V.

In the Yosys stats the netlist draws on 19 distinct library cells. The path class of the lowest-slack min-delay path is input port to asynchronous set/reset pin. STA classifies the critical path startpoint as an input port. The post-synthesis register bit count is 9.

After its last routability iteration, the placer logged a weighted congestion of between 0.8 and 0.9. The clock tree root driver cell is clkbuf_4. On the reported timing paths, the clock transition at the registers reads around 60 ps.

Measured along the y axis, the die boundary spans 80 um. The report puts the cell count of the worst reg-to-reg path at 4. The detailed router finished its first iteration with 26 violations. The count of buffers added on input and output ports is 15. The count of flip-flops with a built-in enable after synthesis is 0. The tightest slew margin relative to the limit is between 60 and 70%. The number of top-level design ports is 16.

The routing usage on met1 is 5.49%. The standby leakage power is between 0.3 and 0.4 nW. During synthesis, Yosys emitted a total of 2 warnings. The number of buffers inserted during clock tree synthesis is 3.

At the floorplan stage, the core utilization is reported as between 10% and 20%. Per the detail_route report, routed wire per instance is 11.2 um. Per the layout area report, the register area comes to 225 sq um. The via density per instance is approximately 3.8. The total vias in the final route is 465.

The via count of the first global-routing pass is between 400 and 500. Once detail routing completed, the nets flagged for antenna violations numbered 0. The x dimension of the die is ~80 um. The tree built by TritonCTS fans out to 9 sinks. The post-layout utilization of the core is 23.0%. The wire length of the first global-routing pass is between 2 and 2.5 mm. The H-tree depth reported by CTS is 1. The flow ran to the end, and the final reports show no timing, DRC or antenna violations. TritonCTS built the clock tree. For this run the top cell type by instance count after synthesis was dfrtp_1.

The area occupied by multi-input gates is ~270 sq um. Hold-check failures listed in the final report amount to 0. The chip occupies roughly 6400 sq um. Cells with a size suffix above 1 make up around 17% of the layout. The setup slack of the worst register-to-register path is between 700 and 800 ps. The relative area change from synthesis to final layout is 48.6%.

The gate count after technology mapping is 53. The final layout reports a setup TNS of 0 ps.
metal layers:
metal  vias up  share of wire [%]
met1       206                 49
met3         2                 14
met4         0               0.89
li1        238                  -
met5         -                  0
met2        19                 36
power by group:
group	total, mW	switching (mW)	internal, mW
logic	0.325	0.124	0.201
registers	0.310	0.0538	0.257
clock network	0.144	0.0674	0.0771
total	0.780	0.245	0.535
stage by stage:
step	instances	setup WS, ps	total power [mW]	hold slack [ps]	cell area [sq um]
global placement	113	70.2	0.584	468	729
floorplan	53	623	0.495	104	528
global route	121	13.4	0.844	474	785
finish	121	68.9	0.780	438	785
CTS	121	61.3	0.784	455	785
detailed placement	113	61.3	0.588	478	729
how the worst max path moves through the flow:
| stage | to | slack (ps) | cells past startpoint |
|---|---|---|---|
| 6_report | sdo | 70 | 4 |
| 5_1_grt | sdo | 10 | 4 |
| 4_1_cts | sdo | 60 | 4 |
cell usage in the layout, fill, tap and decap left out, types with 2 or more instances in the layout:
cell,Yosys,final
clkdlybuf4s50_1,0,14
dfrtp_1,9,9
nor2_1,7,7
buf_4,1,7
mux2i_1,6,6
a211oi_1,6,6
a21o_1,6,6
nand2_1,3,3
clkbuf_4,0,3
or4_4,2,2
o21ai_0,2,2
cells by family (layout without fill, tap and decap cells):
family,after synthesis,after routing,share of synthesized area [%]
flops,9,9,42.7
compound gates,17,17,22.3
simple gates,15,15,15.4
mux,7,7,13.5
buf+inv,5,27,6.16
what timing repair did:
item	4_1_cts	5_1_grt
endpoints found under the hold margin	0	0
gates resized	1	0
setup endpoints to repair	1	0
setup buffers	4	0
area by class of cell:
cell class | instances | share of cell area (%)
Timing Repair Buffer | 22 | 25.7
Tap cell | 46 | 7.34
Sequential cell | 9 | 28.7
Inverter | 1 | 0.478
Multi-Input combinational cell | 39 | 34.4
Clock buffer | 4 | 3.35
critical path, cell delays in order:
cell and delay (ps):
clkdlybuf4s50_1 490, nand2_1 60, o21ai_0 80, clkdlybuf4s50_1 500
Power is estimated from default activity; no workload was simulated.
